File: flow/design.v
module BinaryToSevSeg(
	input i_clk,
	input [3:0] i_bin_num,
	output reg [6:0] o_sevseg);
	always @(posedge i_clk)
	begin
		case (i_bin_num)
		4'd0:
			o_sevseg <= ~(7'b0111111);
		4'd1:
			o_sevseg <= ~(7'b0000110);
		4'd2:
			o_sevseg <= ~(7'b1011011);
		4'd3:
			o_sevseg <= ~(7'b1001111);
		4'd4:
			o_sevseg <= ~(7'b1100110);
		4'd5:
			o_sevseg <= ~(7'b1101101);
		4'd6:
			o_sevseg <= ~(7'b1111101);
		4'd7:
			o_sevseg <= ~(7'b0000111);
		4'd8:
			o_sevseg <= ~(7'b1111111);
		4'd9:
			o_sevseg <= ~(7'b1101111);
		4'hA:
			o_sevseg <= ~(7'b1110111);
		4'hF:
			o_sevseg <= ~(7'b1110001);
		default:
			o_sevseg <= ~(7'b0000000);
		endcase
	end
endmodule
module CountAndToggle #(COUNT_LIMIT = 1000000)(
	input i_clk,
	input i_en,
	output reg o_toggle);
	reg [$clog2(COUNT_LIMIT):0] r_count;
	always @(posedge i_clk)
	begin
		if (i_en)
		begin
			if (r_count < COUNT_LIMIT)
				r_count <= r_count + 1;
			else
				begin
					o_toggle <= ~o_toggle;
					r_count <= 0;
				end
		end
		else
			r_count <= 0;
	end
endmodule
module DebounceFilter #(DEBOUNCE_LIMIT = 5000000)(
	input i_clk,
	input i_bouncy,
	output o_debounced);
	reg [$clog2(DEBOUNCE_LIMIT):0] r_count;
	reg r_state;
	always @(posedge i_clk)
	begin
		if (i_bouncy != r_state && r_count < DEBOUNCE_LIMIT - 1)
			r_count <= r_count + 1;
		else if (r_count == DEBOUNCE_LIMIT - 1)
		begin
			r_state <= i_bouncy;
			r_count <= 0;
		end
		else
			r_count <= 0;
	end
	assign o_debounced = r_state;
endmodule
module Lfsr22(
	input i_clk,
	output reg [21:0] o_data);
	wire w_xnor;
	always @(posedge i_clk)
		o_data <= {o_data[20:0], w_xnor};
	assign w_xnor = o_data[21] ^~ o_data[20];
endmodule
module MemoryGameTopLvl(
	input i_clk,
	input [4:0] i_sw,
	output [3:0] o_led,
	output [6:0] o_sevseg);
	localparam GAME_LIMIT = 7;
	localparam CLK_PER_SEC = 50000000;
	localparam DEBOUNCE_LIMIT = 5000000;
	wire [4:0] w_sw;
	wire [6:0] w_sevseg;
	wire [3:0] w_score;
	DebounceFilter #(.DEBOUNCE_LIMIT(DEBOUNCE_LIMIT)) debounce_sw0(
		.i_clk(i_clk),
		.i_bouncy(i_sw[0]),
		.o_debounced(w_sw[0]));
	DebounceFilter #(.DEBOUNCE_LIMIT(DEBOUNCE_LIMIT)) debounce_sw1(
		.i_clk(i_clk),
		.i_bouncy(i_sw[1]),
		.o_debounced(w_sw[1]));
	DebounceFilter #(.DEBOUNCE_LIMIT(DEBOUNCE_LIMIT)) debounce_sw2(
		.i_clk(i_clk),
		.i_bouncy(i_sw[2]),
		.o_debounced(w_sw[2]));
	DebounceFilter #(.DEBOUNCE_LIMIT(DEBOUNCE_LIMIT)) debounce_sw3(
		.i_clk(i_clk),
		.i_bouncy(i_sw[3]),
		.o_debounced(w_sw[3]));
	DebounceFilter #(.DEBOUNCE_LIMIT(DEBOUNCE_LIMIT)) debounce_sw4(
		.i_clk(i_clk),
		.i_bouncy(i_sw[4]),
		.o_debounced(w_sw[4]));
	StateMachineGame #(.CLK_PER_SEC(CLK_PER_SEC), .GAME_LIMIT(GAME_LIMIT)) state_machine_inst(
		.i_clk(i_clk),
		.i_sw(w_sw),
		.o_led(o_led),
		.o_score(w_score));
	BinaryToSevSeg sevseg_inst(
		.i_clk(i_clk),
		.i_bin_num(w_score),
		.o_sevseg(w_sevseg));
	assign o_sevseg[0] = w_sevseg[0];
	assign o_sevseg[1] = w_sevseg[1];
	assign o_sevseg[2] = w_sevseg[2];
	assign o_sevseg[3] = w_sevseg[3];
	assign o_sevseg[4] = w_sevseg[4];
	assign o_sevseg[5] = w_sevseg[5];
	assign o_sevseg[6] = w_sevseg[6];
endmodule
module StateMachineGame #(parameter CLK_PER_SEC = 50000000, parameter GAME_LIMIT = 7)(
	input i_clk,
	input [4:0] i_sw,
	output [3:0] o_led,
	output reg [3:0] o_score);
	localparam START = 3'd0;
	localparam PATTERN_OFF = 3'd1;
	localparam SHOW_STEP = 3'd2;
	localparam WAIT_PLAYER = 3'd3;
	localparam LOSE = 3'd4;
	localparam WIN = 3'd5;
	reg [2:0] r_state;
	reg r_toggle, r_dv;
	reg [4:0] r_sw;
	reg [1:0] r_pattern [10:0];
	wire [21:0] w_lfsr;
	reg [$clog2(GAME_LIMIT):0] r_step_index;
	reg [1:0] r_sw_id;
	wire w_count_en, w_toggle;
	always @(posedge i_clk, posedge i_sw[4])
	begin
		if (i_sw[4])
			r_state <= START;
		else
		begin
			case (r_state)
			START:
			begin
				r_state <= PATTERN_OFF;
				o_score <= 0;
				r_step_index <= 0;
			end
			PATTERN_OFF:
			begin
				if (r_toggle & !w_toggle)
					r_state <= SHOW_STEP;
			end
			SHOW_STEP:
			begin
				if (r_toggle & !w_toggle)
				begin
					if (o_score == r_step_index)
					begin
						r_state <= WAIT_PLAYER;
						r_step_index <= 0;
					end
					else
					begin
						r_step_index <= r_step_index  + 1;
						r_state <= PATTERN_OFF;
					end
				end
			end
			WAIT_PLAYER:
			begin
				if (r_dv)
				begin
					if (r_sw_id != r_pattern[r_step_index])
						r_state <= LOSE;
					else if (o_score == r_step_index)
					begin
						r_state <= PATTERN_OFF;
						if (o_score == GAME_LIMIT)
							r_state <= WIN;
						else
						begin
							o_score <= o_score + 1;
							r_step_index <= 0;
						end
					end
					else
						r_step_index = r_step_index + 1;
				end
			end
			LOSE:
				o_score <= 4'hF;
			WIN:
				o_score <= 4'hA;
			default:
				r_state <= START;
			endcase
		end
	end
	integer i;
	always @(posedge i_clk)
	begin
		if (r_state == START)
		begin
		for (i = 0; i < 2 * GAME_LIMIT; i = i + 2)
			r_pattern[i / 2] <= {w_lfsr[i], w_lfsr[i + 1]};
		end
	end
	always @(posedge i_clk)
	begin
		r_toggle <= w_toggle;
		r_sw[0] <= i_sw[0];
		r_sw[1] <= i_sw[1];
		r_sw[2] <= i_sw[2];
		r_sw[3] <= i_sw[3];
		r_sw[4] <= i_sw[4];
		if (!i_sw[0] & r_sw[0])
		begin
			r_dv <= 1'b1;
			r_sw_id <= 2'b00;
		end
		else if (!i_sw[1] & r_sw[1])
		begin
			r_dv <= 1'b1;
			r_sw_id <= 2'b01;
		end
		else if (!i_sw[2] & r_sw[2])
		begin
			r_dv <= 1'b1;
			r_sw_id <= 2'b10;
		end
		else if (!i_sw[3] & r_sw[3])
		begin
			r_dv <= 1'b1;
			r_sw_id <= 2'b11;
		end
		else
			r_dv <= 1'b0;
	end
	assign w_count_en = (r_state == PATTERN_OFF || r_state == SHOW_STEP );
	CountAndToggle #(.COUNT_LIMIT(CLK_PER_SEC/4)) cat_inst(
		.i_clk(i_clk),
		.i_en(w_count_en),
		.o_toggle(w_toggle));
	Lfsr22 lfsr_inst(
		.i_clk(i_clk),
		.o_data(w_lfsr));
	assign o_led[0] = (SHOW_STEP == r_state && r_pattern[r_step_index] == 2'b00) ? 1'b1 : i_sw[0];
	assign o_led[1] = (SHOW_STEP == r_state && r_pattern[r_step_index] == 2'b01) ? 1'b1 : i_sw[1];
	assign o_led[2] = (SHOW_STEP == r_state && r_pattern[r_step_index] == 2'b10) ? 1'b1 : i_sw[2];
	assign o_led[3] = (SHOW_STEP == r_state && r_pattern[r_step_index] == 2'b11) ? 1'b1 : i_sw[3]; 	
endmodule
File: flow/run.sh
#!/bin/bash
# OpenROAD 26Q1-2900-gdf79404cd8, Yosys 0.63+post, stock flow scripts
make -C /OpenROAD-flow-scripts/flow DESIGN_CONFIG=/design/flow/config.mk WORK_HOME=/design/flow/orfs finish
File: flow/config.mk
export PLATFORM = sky130hd
export DESIGN_NAME = MemoryGameTopLvl
export DESIGN_NICKNAME = MemoryGameTopLvl
export VERILOG_FILES = /design/flow/design.v
export SDC_FILE = /design/flow/constraint.sdc
export NUM_CORES = 4
export LEC_CHECK = 1
export CORE_UTILIZATION = 30
File: flow/constraint.sdc
current_design MemoryGameTopLvl

set clk_period 3.2
set clk_io_pct 0.2

create_clock -name clk0 -period $clk_period [get_ports {i_clk}]

set non_clock_inputs [all_inputs -no_clocks]
set_input_delay [expr $clk_period * $clk_io_pct] -clock clk0 $non_clock_inputs
set_output_delay [expr $clk_period * $clk_io_pct] -clock clk0 [all_outputs]
==> flow_summary.yaml <==
# implementation run metrics
clock_tree:
  cts_sinks: 216
  clk_latency_ns: 0.52
  numCtsBuffers: 23
  tritoncts: "yes"
  clk_pin_slew_ns: 0.07
  clockBufferDepth: 3
  h-tree-depth: 1
  cts_root_buf: "clkbuf_16"
power_and_ir_drop:
  ir_drop_mv: 0.351
  powerDensity_nw_per_um2: 559
  total_power_w: 0.00592
  p_leak_nw: 3.56
finish:
  combGateArea_sq_um: 4350
  ff_latch_area_sq_um: 4640
  final_cell_area_sq_um: 10600
  drive_above_1_share_pct: 7.06
  fill_cells: 2891
  mostFrequentLayoutCells: "182 x dfxtp_1, 149 x nor2_1, 72 x xor2_1"
  layout_top_cell: "dfxtp_1"
  syn_to_final_growth_pct: 15.5
detailed_routing:
  antennaDiodeCount: 0
  drtAntennaViolNets: 0
  drc: 0
  vias: 6452
  wire_per_inst_microns: 11.5
  vias_per_cell: 4.58
  finalWirelength_mm: 16.2
  firstDrtPassIters: 4
  drt_iter0_drc: 328
die:
  core_area_sq_um: 29900
  io_pins: 17
  die_w_microns: 177
  chipArea_sq_um: 31200
  die_y_microns: 177
  rows: 63
  fp_util_pct: 30.7
placed_design:
  dp_hpwl_mm: 10.9
  gp_congestion: 0.820
  place_area_sq_um: 9780
  portBuffers: 16
synth:
  yosys_warnings: 14
  syn_area_sq_um: 9160
  synthArstFlopShare_pct: 2.78
  yosys_cells: 970
  edf_count: 28
  synth-simple-area-share_pct: 22.9
  yosysChipArea_sq_um: 9160
  synth_cell_types: 65
  top_logic_kind: "simple AND/OR/NAND/NOR gates"
  aoi_share_pct: 7.93
  ys_seq_share_pct: 50.6
  syn_inst: 970
  ys_sh_xor_pct: 13.0
  ff_type: "dfxtp_1"
  synth.area.mux_share_pct: 0.615
  avgSynthCellArea_sq_um: 9.45
  synth-seq-cells: 216
  yosys.area_share.adder_pct: 2.32
final_timing:
  hold_slack_ns: 0.320
  fin_ws_ns: -0.0919
  rsz0062_at_grt: "true"
  max_slew.worst_pin.slew_ns: 0.921
  finalCritPeriodShare_pct: 103
  fmax_mhz: 304
  slew_headroom_pct: 38.1
  finalCriticalPeriod_ns: 3.29
  final-hold-violation-count: 0
  setup_tns_ns: -0.229
  fin_worst_skew_ns: 0.0152
  drv_slew: 0
  finalSetupViolCount: 3
outcome:
  status: "finished, violations left"
  failed_checks: "negative setup slack"
critical_path:
  ff2ff_setup_slack_ns: 0.34
  cp_data_required_time_ns: 2.56
  crit_path_end_kind: "output pin"
  worst-setup-path-type: "flip-flop to output pin"
  rr_worst_depth: 9
  cp_max_fo: 5
  r2r-end: "state_machine_inst.o_score[0]"
  arrival_ns: 2.65
  r2r_start: "state_machine_inst.r_step_index[0]"
  start_kind: "flip-flop"
grt:
  grt_max_degree: 25
  track_usage_pct: 11.0
  grt_pass1_wl_mm: 28.3
  first_global_vias: 5980
  grt.overflow.total: 0
  antenna_found_initial: 0
hold_path:
  hp-class: "flip-flop to asynchronous set/reset pin"
run:
  warnings: 35
  cap_violations: 0
## through the flow
step | util [%] | setup WS [ns] | instances
after floorplan | - | 0.562 | 976
after global placement | 32.7 | 0.199 | 1361
after detailed placement | 32.7 | 0.173 | 1361
after CTS | 35.4 | -0.107 | 1410
after global routing | 35.4 | -0.218 | 1410
final | 35.4 | -0.0919 | 1410
## how the worst max path moves through the flow
stage | from | endpoint | depth (start not counted)
after CTS | state_machine_inst.r_step_index[0] | o_led[1] | 7
after global routing | state_machine_inst.r_step_index[0] | o_led[1] | 7
final | state_machine_inst.r_step_index[0] | o_led[1] | 8
## flip-flops by register name, indices dropped and copies added (netlist names), 2 cells and up, named ones only
name and cells:
debounce_sw0.r_count 24, debounce_sw1.r_count 24, debounce_sw2.r_count 24, debounce_sw3.r_count 24, debounce_sw4.r_count 24, sevseg_inst.o_sevseg 7
state_machine_inst.cat_inst.r_count 25, state_machine_inst.lfsr_inst.o_data 22, state_machine_inst.o_score 4, state_machine_inst.r_pattern 14, state_machine_inst.r_state 5, state_machine_inst.r_step_index 4
state_machine_inst.r_sw 4, state_machine_inst.r_sw_id 2
## timing repair
action / in CTS / in global routing
pin swaps: 5 / 3
endpoints found under the setup margin: 4 / 4
gates resized: 8 / 3
cloned: 0 / 0
endpoints found under the hold margin: 0 / 0
setup buffers: 7 / 0
hold buffers: 0 / 0
## cells in the mapped netlist, types with 3 or more instances
cell	instances	area, sq um
dfxtp_1	182	3640
nand4_1	36	225
nor4b_1	4	35.0
nor4_1	13	81.3
nor3b_1	3	22.5
dfrtp_1	5	125
a21oi_1	33	165
nor3_1	48	240
a22oi_1	4	30.0
clkbuf_1	24	90.1
nand2_1	59	221
buf_2	4	20.0
o31ai_1	3	22.5
and4_1	8	70.1
o21ai_0	15	75.1
a211o_1	7	61.3
xor2_1	72	631
a21o_1	4	30.0
or3_1	3	18.8
o21bai_1	7	52.6
nor2_1	149	559
nand3_1	54	270
nor2b_1	8	50.1
mux2i_1	3	30.0
ha_1	17	213
a211oi_1	6	45.0
nor4bb_1	3	30.0
nand2b_1	8	50.1
and2_1	10	62.6
edfxtp_1	28	841
xnor2_1	64	561
inv_1	29	109
and3_1	13	81.3
a31oi_1	5	31.3
## layer usage
layer	vias to the layer above	track usage (%)	share of wire, %
met5	-	0	0
met4	0	2.19	2.2
met3	26	1.58	3.1
met2	60	15.8	41
met1	2940	17.8	54
li1	3426	-	-
## layout make-up
class | instances | share of cell area, %
clock buffer | 30 | 5.78
clock inverter | 12 | 0.970
inverter | 29 | 1.03
multi-input combinational | 701 | 41.1
sequential | 216 | 43.8
tap | 390 | 4.61
timing repair buffer | 32 | 2.64
## power by group
group / internal, W / switching, W / total [W]
logic: 0.000227 / 0.000200 / 0.000427
registers: 0.00286 / 0.000108 / 0.00297
clock network: 0.00144 / 0.00108 / 0.00252
total: 0.00453 / 0.00138 / 0.00592
## worst max-delay path, stage by stage, from the launching register on
cell and delay [ns]:
edfxtp_1 0.47, inv_2 0.07, ha_2 0.20, a22o_1 0.20, a222oi_1 0.30, buf_4 0.17, nand2_1 0.07, o21bai_1 0.16
clkdlybuf4s50_1 0.49
## kinds of logic (layout without fill, tap and decap cells)
| kind of cell | after synthesis | count (layout) |
|---|---|---|
| buffers and inverters | 59 | 103 |
| flip-flops | 216 | 216 |
| adder cells (fa/ha/maj) | 17 | 17 |
| AND/OR/NAND/NOR | 429 | 429 |
| other | 1 | 7 |
| AND-OR/OR-AND | 107 | 107 |
| multiplexers | 5 | 5 |
| XOR/XNOR | 136 | 136 |
No activity file was given, so power comes from the tool's default toggle rates.
